`design/flow/run.sh`:
```
#!/bin/bash
# OpenROAD 26Q1-2900-gdf79404cd8, Yosys 0.63+post, stock flow scripts
make -C /OpenROAD-flow-scripts/flow DESIGN_CONFIG=/design/flow/config.mk WORK_HOME=/design/flow/orfs finish
```
`design/flow/config.mk`:
```
export PLATFORM = sky130hd
export DESIGN_NAME = ROM
export DESIGN_NICKNAME = ROM
export VERILOG_FILES = /design/flow/design.v
export SDC_FILE = /design/flow/constraint.sdc
export NUM_CORES = 4
export LEC_CHECK = 1
export CORE_AREA = 10 10 70 70
export DIE_AREA = 0 0 80 80
```
`design/flow/constraint.sdc`:
```
current_design ROM

set clk_period 1.0
set clk_io_pct 0.2

create_clock -name clk0 -period $clk_period

set non_clock_inputs [all_inputs -no_clocks]
set_input_delay [expr $clk_period * $clk_io_pct] -clock clk0 $non_clock_inputs
set_output_delay [expr $clk_period * $clk_io_pct] -clock clk0 [all_outputs]
```
`design/flow/design.v`:
```
module ROM (
    input [2:0] Pcount ,
    input [1:0] Tcount,
    output reg [4:0] Wtime 
);
    reg [4:0] rom [0:31];
integer i ;
    initial begin
        rom[0] =0 ;    rom[1] =0 ;   rom[2] =0 ;   rom[3] =0 ;
        rom[4] =0 ;    rom[5] =0 ;   rom[6] =0 ;   rom[7] =0 ;
        rom[8] =0 ;    rom[9] = 3;   rom[10] =6 ;  rom[11] =9 ; 
        rom[12] = 12 ; rom[13] =15 ; rom[14] =18 ;  rom[15] = 21;
        rom[16] = 0;   rom[17] = 3;  rom[18] =4 ;  rom[19] =6 ;
        rom[20] = 7 ;  rom[21] =9 ;  rom[22] =10 ; rom[23] = 12;
        rom[24] = 0;   rom[25] =3 ;  rom[26] = 4;  rom[27] =5 ; 
        rom[28] = 6;   rom[29] =7 ;  rom[30] = 8;  rom[31] = 9; 
    end
always @(*) begin
    Wtime = rom[{Tcount , Pcount}]; 
end 
endmodule
```
==> flow_summary.yaml <==
# flow metrics
status:
  status: "finished, violations left"
  violations: "setup timing"
yosys:
  ys_area_sq_um: 252.7
  syn_avg_cell_area_sq_um: 7.221
  synth_seq_share_pct: 0
  synthCells: 35
  yosys_cells: 35
  syn-cell-area_sq_um: 252.7
  synth_cell_types: 19
  ys_warn_count: 1
critical_path:
  cp-start-kind: "input port"
  critPathKind: "in2out"
  cp-end-kind: "output port"
  crit_fanout: 6
  critPathArrivalTime_ps: 1110
  cp.required_ps: 800
timing:
  rsz0062_at_grt: "yes"
  max-slew-margin-rel_pct: 87.22
  worstMarginPinSlew_ps: 191.8
  drv_slew: 0
  fmax_mhz: 764.7
  hold_violations: 0
  finalClockPeriodUsage_pct: 130.8
  finalCriticalPeriod_ps: 1308
  setup_viol: 4
  setup_slack_ps: -307.6
floorplan:
  chipArea_sq_um: 6400
  die_h_um: 80
  placementRows: 21
  fp_util_pct: 7.399
  die_w_um: 80
  core_area_sq_um: 3416
  io_pins: 10
pwr:
  internal-power_mw: 0.1079
  swShare_pct: 42.16
  comb_power_share_pct: 100.0
  clock_power_share_pct: 0
  p_per_area_nw_per_um2: 345.0
  power_mw: 0.1865
  leakage_nw: 0.2181
  switchingPower_mw: 0.07862
  peakVddDrop_mv: 0.04588
  pwr-share-seq_pct: 0
finish:
  register_area_sq_um: 0
  final_design_area_no_fill_sq_um: 540.5
  ff_count: 0
  syn_to_final_growth_pct: 113.9
  drive_above_1_share_pct: 63.46
  n_clock_buffer: 0
global_route:
  grt_max_degree: 11
  grt_antenna_before_repair: 0
  grt_pass1_vias: 318
  overflow: 0
  grt_pass1_wl_mm: 1.407
  grt_usage_pct: 2.494
detailed_routing:
  detail-route-antenna-nets: 0
  drt_wl_total_um: 782
  antenna_cells: 0
  wl_per_cell_um: 7.980
  dr_total_vias: 296
  via_per_inst: 3.020
  drt_iter0_markers: 7
  drc: 0
  drtPass1Iterations: 2
run:
  warnings: 38
  maxCapViolations: 0
placed_design:
  dp_hpwl_um: 611.7
  portBuffers: 10
  place_area_sq_um: 449.2
  place_congestion: 0.7733
worst_hold_path:
  hold_path_class: "in2out"
clock_network:
  cts_hold_buf: 0
## cell usage in the layout, fill, tap and decap left out
| cell type | instances |
|---|---|
| o211ai_1 | 2 |
| ha_2 | 1 |
| xnor2_1 | 1 |
| a22o_1 | 2 |
| nor2b_1 | 1 |
| a31oi_2 | 1 |
| clkdlybuf4s15_2 | 1 |
| nand2b_1 | 1 |
| o21ai_1 | 2 |
| buf_12 | 1 |
| nand3b_1 | 1 |
| or2_2 | 1 |
| o22ai_1 | 1 |
| nor2_2 | 1 |
| nor2b_4 | 1 |
| buf_4 | 8 |
| a31oi_1 | 1 |
| nor2_1 | 2 |
| a211o_1 | 1 |
| ha_4 | 4 |
| buf_8 | 1 |
| buf_2 | 6 |
| buf_6 | 3 |
| inv_6 | 2 |
| nand2_1 | 3 |
| ha_1 | 1 |
| nand2b_4 | 1 |
| inv_2 | 1 |
## per-layer routing
metal | up-vias | global-route usage [%] | wire length (um)
li1 | 157 | - | -
met5 | - | 0 | 0
met1 | 133 | 2.769 | 331
met2 | 6 | 4.815 | 371
met4 | 0 | 0 | 0
met3 | 0 | 0.6818 | 79
## cell type report
| class | instances | area (sq um) |
|---|---|---|
| fillers | 378 | 2875 |
| inverters | 3 | 21.27 |
| multi-input cells | 29 | 291.5 |
| well taps | 46 | 57.56 |
| repair buffers | 20 | 170.2 |
## kinds of logic (layout without fill, tap and decap cells)
family                   Yosys count  after routing  synth area share, %
XOR/XNOR                           1              1                3.466
adder cells (fa/ha/maj)            6              6                29.70
AND-OR/OR-AND                     10             10                27.72
buffers and inverters              6             23                13.86
AND/OR/NAND/NOR                   12             12                25.25
## per-stage QoR
stage	std cells	setup slack [ps]	utilization [%]	setup TNS [ps]	hold slack (ps)
6_report	98	-307.6	15.82	-1051	830.3
5_1_grt	98	-366.2	15.82	-1303	877.2
4_1_cts	98	-319.2	15.75	-1145	848.3
3_5_place_dp	96	-1254	13.15	-5673	1485
3_3_place_gp	96	-1233	13.15	-5541	1476
2_1_floorplan	35	2.736	-	0	456.4
## Yosys cell counts
cell      count  share of area, %
ha_1          6                30
inv_1         3               4.5
nand2_1       3               4.5
a22o_1        2               6.9
a31oi_1       2               4.9
nand2b_1      2               4.9
nor2_1        2               3.0
nor2b_1       2               4.9
o211ai_1      2               5.9
o21ai_0       2               4.0
a211o_1       1               3.5
buf_2         1               2.0
buf_4         1               3.0
buf_6         1               4.5
nand3b_1      1               3.0
nor2_2        1               2.5
o22ai_1       1               2.5
or2_2         1               2.5
xnor2_1       1               3.5
## power by group through the flow
stage | Clock (mW) | Combinational, mW | Sequential, mW
after CTS | 0 | 0.189 | 0
after global routing | 0 | 0.210 | 0
final | 0 | 0.186 | 0
## worst max-delay path, stage by stage
cell and delay, ps:
buf_12 100, inv_6 30, buf_6 100, ha_4 140, nor2b_4 110, o211ai_1 170
o211ai_1 120, buf_2 130
## repair_timing
item                                    CTS  global route
endpoints found under the hold margin     0             0
endpoints found under the setup margin    5             4
pin swaps                                 9             3
resized                                  65             1
gates cloned                              0             0
setup buffers                             2             0
## path summary, 6_finish.rpt
kind              startpoint        to  slack, ps  depth (start not counted)
setup / recovery   Pcount[1]  Wtime[1]       -310                          8
hold / removal     Tcount[1]  Wtime[0]        830                          4
Power is estimated from default activity; no workload was simulated.
